$ cat design/flow/config.mk
export PLATFORM = sky130hd
export DESIGN_NAME = Mux4
export DESIGN_NICKNAME = Mux4
export VERILOG_FILES = /design/flow/design.v
export SDC_FILE = /design/flow/constraint.sdc
export NUM_CORES = 4
export LEC_CHECK = 1
export CORE_AREA = 10 10 70 70
export DIE_AREA = 0 0 80 80
$ cat design/flow/constraint.sdc
current_design Mux4

set clk_period 1.1
set clk_io_pct 0.2

create_clock -name clk0 -period $clk_period

set non_clock_inputs [all_inputs -no_clocks]
set_input_delay [expr $clk_period * $clk_io_pct] -clock clk0 $non_clock_inputs
set_output_delay [expr $clk_period * $clk_io_pct] -clock clk0 [all_outputs]
$ cat design/flow/design.v
module datapath(mdata, sximm8, PC, sximm5, C, readnum, writenum, 
				write, loada, loadb, loadc, asel, bsel, 
				vsel, shift, ALUop, clk, Z, V, N);
  input [15:0] mdata, PC, sximm5, sximm8; 
  input clk, write, loada, loadb, asel, bsel, loadc;
  input [2:0] readnum, writenum;
  input [1:0] shift, ALUop, vsel;
  output [15:0] C;
  output Z, N, V;
  wire [15:0] data_in, data_out, Apipe, Bpipe, sout, Ain, Bin, aout ;
  wire ALUZ, ALUV, ALUN ;
  Mux4 choose_data(mdata, sximm8, PC, C, vsel, data_in) ;
  regfile REGFILE(data_in, writenum, write, readnum, clk, data_out) ;
  vPipeline #(16) vDFFA(clk, data_out, Apipe, loada) ;
  vPipeline #(16) vDFFB(clk, data_out, Bpipe, loadb) ;
  shifter Bshift(Bpipe, shift, sout) ;
  Multiplexerdata #(16,1) chooseB(sout, sximm5, bsel, Bin) ;
  Multiplexerdata #(16,1) chooseA(Apipe, 16'b0, asel, Ain) ;
  ALU aluAB(Ain, Bin, ALUop, aout, ALUN, ALUV, ALUZ) ;
  vDFFstatus #(3) status(clk, ALUop, {ALUZ, ALUV, ALUN}, {Z, V, N}) ; 
  vPipeline #(16) dataC(clk, aout, C, loadc) ;
endmodule
module Multiplexerdata(in0, in1, selector, out);
	parameter k, n;
	input [k-1:0] in0, in1;
	input [n-1:0] selector;
	output[k-1:0] out;
	reg [k-1:0] temp_out;
	always@(selector or in0 or in1)begin
	case (selector) 
	1'b0: temp_out = in0;
	1'b1: temp_out = in1;
	default: temp_out = {16{1'bx}};
	endcase
	end
	assign out = temp_out ;
endmodule
module Mux4(in0, in1, in2, in3, selector, out);
	input [15:0] in0, in1, in2, in3;
	input [1:0] selector;
	output[15:0] out;
	reg [15:0] temp_out;
	always@(selector or in0 or in1 or in2 or in3)begin
	case (selector) 
	2'b00: temp_out = in0;
	2'b01: temp_out = in1;
	2'b10: temp_out = in2;
	2'b11: temp_out = in3;
	default: temp_out = {16{1'bx}};
	endcase
	end
	assign out = temp_out ;
endmodule
module vPipeline(clk, in, out, load);
  parameter n;
  input clk;
  input [n-1:0] in;
  input load ;
  output [n-1:0] out;
  reg [n-1:0] temp_out;
  always @(posedge clk)begin
	temp_out <= (load == 1'b1)? in : out ;
  end
  assign out = temp_out ;
endmodule
$ cat design/flow/run.sh
#!/bin/bash
# OpenROAD 26Q1-2900-gdf79404cd8, Yosys 0.63+post, stock flow scripts
make -C /OpenROAD-flow-scripts/flow DESIGN_CONFIG=/design/flow/config.mk WORK_HOME=/design/flow/orfs finish
==> run_results.csv <==
group,metric,value,unit
finish,lay_top_count,"dlygate4sd2_1",
grt,grtUsageMet1,0.0973,
die,placeableCoreArea,3420,um^2
yosys,ys_cells,20,
critical_path,startpoint_type,"input pin",
finish,layout-drive-gt1-share,0.363,
finish,nClkBuffers,0,
die,die_h,80,um
die,die_w,80,um
worst_hold_path,hold_path.startpoint,"in1[10]",
critical_path,crit_path_top_delay_cell,"mux4_2",
yosys,syn_inst,20,
power_and_ir_drop,p_total,365,uW
grt,antenna_found_initial,0,
yosys,ys_top_logic_family,"multiplexers",
timing,worstMarginPinSlew,0.113,ns
grt,grt_pass1_vias,793,
yosys,synth.avg_cell_area,21.2,um^2
finish,layout_top_cells,"dlygate4sd2_1 (64), mux4_2 (16), buf_2 (16)",
critical_path,crit_end,"out[0]",
clocking,ctsHoldBuffers,0,
place,dp.cells,147,
die,top_level_ports,82,
timing,period_used_share,1.17,
power_and_ir_drop,power.density,315,nW/um^2
place,place_hpwl,2.42,mm
critical_path,cp_max_fo,8,
route,vias,599,
timing,relSlewSlack,0.924,
die,rows,21,
critical_path,crit_buf_inv,3,
status,violations,"negative setup slack",
route,drc,0,
critical_path,crit_cells,4,
grt,grt_start_max_net_pins,9,
finish,stdcell_area,1160,um^2
critical_path,crit_family,"multiplexers",
status,status,"complete, but fails checks",
critical_path,end_kind,"output port",
timing,fmax,777,MHz
power_and_ir_drop,p_leak,0.000550,uW
place,port_buffers,82,
place,place.gp.congestion,0.804,
route,drt_wl_total,2.73,mm
yosys,synthMuxAreaShare,0.903,
yosys,ys_top_cells_by_area,"mux4_2 (53%), mux4_1 (37%), buf_12 (4.7%)",
critical_path,critical_path_class,"in -> out",
yosys,yosys_warnings,1,
critical_path,arrival,1.07,ns
place,place_area,1300,um^2
route,drt_iter0_markers,2,
run,maxCapViolations,0,
timing,holdWs,0.925,ns
route,ant_nets,0,
route,n_antenna_cell,0,
grt,grt-ovfl-total,0,
yosys,synth_adder_area_share,0,
grt,busiest_layer,"met2",
critical_path,path_common_cell,"buf_12",
timing,period_needed,1.29,ns
route,wl_per_cell,18.5,um
timing,fin_ws,-0.187,ns
grt,grt_use_met2,0.132,
timing,rsz0062_at_grt,"yes",
die,die-area,6400,um^2
timing,setup_viol,16,
timing,hold_violations,0,
critical_path,cp_cell_sequence,"buf_12, buf_12, mux4_2, buf_2",
finish,syn2layout_area_growth,173,%
grt,grt_pass1_wl,4.17,mm
yosys,synthDistinctLibCells,5,
finish,regArea,0,um^2
route,viasPerCell,4.05,
yosys,ys_sh_aoi,0,
grt,grt_util_met3,0.0534,
route,dr.pass1.iters,2,
critical_path,critPathLaunch,"selector[0]",
worst_hold_path,min_path_type,"in -> out",
finish,final_cell_count_no_fill,148,
grt,grt_use_total,0.0827,
yosys,yosysSeqAreaShare,0,
critical_path,slowest_delay,0.49,ns
timing,drv_slew,0,
yosys,synth-xor-area-share,0,
finish,post-route-util,0.339,
yosys,top_cell_area_share,0.531,
yosys,simple_gate_share,0,
yosys,synth_top_cell_by_area,"mux4_2",
yosys,synth_area,424,um^2
yosys,ys_area,424,um^2
run,warning_count,35,
die,initial_utilization,0.124,
finish,seq_cells,0,
power_and_ir_drop,ir_drop,0.0000918,V
critical_path,required,0.88,ns
## Yosys cell counts (all sizes together)
cell type  count
mux4          16
buf            4
## power by group
group          total (uW)  leakage, uW  internal (uW)  switching [uW]
Combinational         365     0.000550            276            89.0
Sequential              0            0              0               0
Clock                   0            0              0               0
## what timing repair did
item,CTS,global route
buffers inserted,0,0
setup endpoints to repair,16,16
gates cloned,1,0
gates resized,131,1
## layout make-up
class                           count  area (um^2)
Timing Repair Buffer               86          741
Multi-Input combinational cell     16          360
Fill cell                         377         2260
Tap cell                           46         57.6
## worst min-delay path, delay by kind of cell
| family | cells | cell delay, ns |
|---|---|---|
| muxes | 1 | 0.21 |
| buffers and inverters | 2 | 0.27 |
## logic make-up after synthesis
group	after synthesis
muxes	16
buffers and inverters	4
## per-layer routing
| layer | routed length (um) | vias up | share of wire |
|---|---|---|---|
| met5 | 0 | - | 0 |
| met4 | 0 | 0 | 0 |
| met3 | 473 | 0 | 0.17 |
| met2 | 1110 | 65 | 0.41 |
| met1 | 1150 | 266 | 0.42 |
| li1 | - | 268 | - |
## through the flow
stage | setup WS, ns | setup TNS [ns]
after global placement | -1.03 | -15.85
after floorplan | -0.0280 | -0.280
after global routing | -0.232 | -3.48
after CTS | -0.208 | -3.05
final | -0.187 | -2.82
after detailed placement | -1.06 | -16.15
## how the worst min path moves through the flow
| stage | endpoint | slack [ns] | cells past startpoint |
|---|---|---|---|
| after CTS | out[10] | 0.93 | 3 |
| final | out[10] | 0.92 | 3 |
| after global routing | out[10] | 0.95 | 3 |
Power and IR drop assume default switching activity.
